--- run.sh ---
#!/bin/bash
# OpenROAD 26Q1-2900-gdf79404cd8, Yosys 0.63+post, stock flow scripts
make -C /OpenROAD-flow-scripts/flow DESIGN_CONFIG=/design/flow/config.mk WORK_HOME=/design/flow/orfs finish
--- config.mk ---
export PLATFORM = sky130hd
export DESIGN_NAME = async_fifo1
export DESIGN_NICKNAME = async_fifo1
export VERILOG_FILES = /design/flow/design.v
export SDC_FILE = /design/flow/constraint.sdc
export NUM_CORES = 4
export LEC_CHECK = 1
export CORE_UTILIZATION = 50
--- constraint.sdc ---
current_design async_fifo1

set clk_period 16.0
set clk_io_pct 0.2

create_clock -name clk0 -period $clk_period [get_ports {rclk}]
create_clock -name clk1 -period $clk_period [get_ports {wclk}]

set non_clock_inputs [all_inputs -no_clocks]
set_input_delay [expr $clk_period * $clk_io_pct] -clock clk0 $non_clock_inputs
set_output_delay [expr $clk_period * $clk_io_pct] -clock clk0 [all_outputs]
--- design.v ---
module fifomem
#(
  parameter DATASIZE = 8,  
  parameter ADDRSIZE = 6   
)
(
  input   winc, wfull, wclk,
  input   [ADDRSIZE-1:0] waddr, raddr,
  input   [DATASIZE-1:0] wdata,
  output  [DATASIZE-1:0] rdata
);
  localparam DEPTH = 1<<ADDRSIZE;
  logic [DATASIZE-1:0] memo [0:DEPTH-1];
  assign rdata = memo[raddr];
  always_ff @(posedge wclk)
    if (winc && !wfull)
      memo[waddr] <= wdata;
endmodule
module rptr_empty
#(
  parameter ADDRSIZE = 6
)
(
  input   rinc, rclk, rrst_n,
  input   [ADDRSIZE :0] rq2_wptr,
  output reg  rempty,
  output  [ADDRSIZE-1:0] raddr,
  output reg [ADDRSIZE :0] rptr
);
  reg [ADDRSIZE:0] rbin;
  wire [ADDRSIZE:0] rgraynext, rbinnext;
  always_ff  @(posedge rclk or negedge rrst_n)
    if (!rrst_n)
      {rbin, rptr} <= 1'b0;
    else
      {rbin, rptr} <= {rbinnext, rgraynext};
  assign raddr = rbin[ADDRSIZE-1:0];
  assign rbinnext = rbin + (rinc & ~rempty);
  assign rgraynext = (rbinnext>>1) ^ rbinnext;
  assign rempty_val = (rgraynext == rq2_wptr);
  always_ff   @(posedge rclk or negedge rrst_n)
    if (!rrst_n)
      rempty <= 1'b1;
    else
      rempty <= rempty_val;
endmodule
module wptr_full
#(
  parameter ADDRSIZE = 6
)
(
  input   winc, wclk, wrst_n,
  input   [ADDRSIZE :0] wq2_rptr,
  output reg  wfull,
  output  [ADDRSIZE-1:0] waddr,
  output reg [ADDRSIZE :0] wptr
);
   reg [ADDRSIZE:0] wbin;
  wire [ADDRSIZE:0] wgraynext, wbinnext;
  always_ff  @(posedge wclk or negedge wrst_n)
    if (!wrst_n)
      {wbin, wptr} <= 1'b0;
    else
      {wbin, wptr} <= {wbinnext, wgraynext};
  assign waddr = wbin[ADDRSIZE-1:0];
  assign wbinnext = wbin + (winc & ~wfull);
  assign wgraynext = (wbinnext>>1) ^ wbinnext;
  assign wfull_val = (wgraynext=={~wq2_rptr[ADDRSIZE:ADDRSIZE-1], wq2_rptr[ADDRSIZE-2:0]});
  always_ff  @(posedge wclk or negedge wrst_n)
    if (!wrst_n)
      wfull <= 1'b0;
    else
      wfull <= wfull_val;
endmodule
module sync_w2r
#(
  parameter ADDRSIZE = 6
)
(
  input   rclk, rrst_n,
  input   [ADDRSIZE:0] wptr,
  output reg [ADDRSIZE:0] rq2_wptr
);
  reg [ADDRSIZE:0] rq1_wptr;
  always_ff  @(posedge rclk or negedge rrst_n)
    if (!rrst_n)
      {rq2_wptr,rq1_wptr} <= 0;
    else
      {rq2_wptr,rq1_wptr} <= {rq1_wptr,wptr};
endmodule
module sync_r2w
#(
  parameter ADDRSIZE = 6
)
(
  input   wclk, wrst_n,
  input   [ADDRSIZE:0] rptr,
  output reg  [ADDRSIZE:0] wq2_rptr 
);
  reg [ADDRSIZE:0] wq1_rptr;
  always_ff  @(posedge wclk or negedge wrst_n)
    if (!wrst_n) {wq2_rptr,wq1_rptr} <= 0;
    else {wq2_rptr,wq1_rptr} <= {wq1_rptr,rptr};
endmodule
module async_fifo1
#(
  parameter DATASIZE = 8,
  parameter ADDRSIZE = 6
 )
(
  input   winc, wclk, wrst_n, 
  input   rinc, rclk, rrst_n, 
  input   [DATASIZE-1:0] wdata,
  output  [DATASIZE-1:0] rdata,
  output  wfull,
  output  rempty
);
  wire [ADDRSIZE-1:0] waddr, raddr;
  wire [ADDRSIZE:0] wptr, rptr, wq2_rptr, rq2_wptr;
  sync_r2w R2W(.*);
  sync_w2r W2R(.*);
  fifomem #(DATASIZE, ADDRSIZE) MEM(.*);
  rptr_empty #(ADDRSIZE) RPTR(.*);
  wptr_full #(ADDRSIZE) WPTR(.*);
endmodule
==> run summary <==
flow finished, numbers: outcome finished clean, Initial Util 50.80%, vias per cell 5.880, worst ir drop on vdd 0.08753 mV, Setup Fix Bufs, Post-CTS 0, worst relative slew slack 34.89%, starting DRC count in detailed routing about 600, Yosys cell types 48, Top Layout Cells edfxtp_1, mux4_2, nor2_1, clkbuf_16, dfrtp_1, Logic family by area multiplexers, share of post-route cells with drive strength above 1 23.86%, FF-to-FF setup slack 12.82 ns, crit start category flip-flop, R2R depth 8, Final Max Slew Viols 0, setup TNS 0 ns, first-pass GRT wire length 71,900 um, # DRC 0, TritonCTS clock tree yes, total die size between 40,000 and 50,000 sq um, Die Y 211.2 um, CP max stage delay 0.66 ns, number of enable flip-flop cells between 500 and 600, Adder Share, Synth 0.2859%, CTS sink cnt ~570, ant diodes 0, Comb power frac 28.6%, Mux cell area share 13.63%, WL per Instance 27.10 um, critical path, cell by cell buf_4 > buf_4 > nor3b_2 > a221oi_1 > a211oi_1 > o22a_1 > clkdlybuf4s50_1, Top cell by count, worst path buf_4, clock transition at the registers of the reported paths 0.06 ns, Net Sw Frac 29.74%, P per Cell Area 174.6 nW/um^2, DP Cell Count 1,638, grt ovf 0, biggest area consumer among synthesized cells edfxtp_1, top cells, area edfxtp_1, mux4_2, dfrtp_1, nor2_1, o22ai_1, post-route setup slack 8.815 ns, min-delay src RPTR.rptr[5], Post-DP HPWL 28,560 um, vias in the first global route 11,440, Internal Power about 3000 uW, Post-Syn Instances 1,048, Tool Warnings 27, first-pass detailed-route iteration total 4, worst setup path class flip-flop to output port, worst-margin pin slew 0.9731 ns, clock share of power 29.3%, yosys stat cell total 1,048, RSZ-0062 raised after global routing false, post-route ant nets 0, final setup fails 0, Synth flops 568, Basic Gates by Area 3.099%, warnings from Yosys 7, XORs/XNORs by Area 1.744%, GP Congestion 0.8839, area growth from synthesis to layout 12.42%, Hold Crit Endpoint R2W.wq1_rptr[5], CP endpoint kind output port, Post-synth seq share 76.67%, WL final between 40,000 and 50,000 um, aoi share 3.082%, reg-to-reg startpoint RPTR.rbin[0], async set-reset flop share out of synthesis 9.859%, Final Hold Vio Count 0, Yosys Chip Area 21,880 sq um, leak pwr 0.007976 uW, crit path DAT 3.98 ns, Core Region 43,080 sq um, DP Worst Slack approximately 9.0 ns, Crit-path slowest cell dfrtp_4, # IOs 24, Via Count 10,270, Overall Power 4295 uW, max cap viols 0, Reg power frac a little over two fifths, worst reg2reg endpoint RPTR.rempty, Hold Crit Depth 0, die span in x 211.2 um, P_sw around 1300 uW, largest net degree at the start of global routing roughly 65, Post-Synthesis Cell Area 21,880 sq um, Post-CTS Resized 0, Final Non-Filler Cells ~1,700, Final Hold Slack 0.03709 ns, Worst Clk Skew 0.006190 ns, CP required 12.80 ns, Max-area cell share 70.26%, most used flip-flop cell edfxtp_1, initial antenna violation count 0, row cnt 76, # port buffers 22, crit path max fanout 39, All-Layer GR Usage 25.33%, Avg Inst Size Synth between 20 and 25 sq um, type of the worst min-delay path flip-flop to flip-flop, most frequent logic cell in the layout edfxtp_1
power groups by stage:
stage | sequential [uW] | clock [uW] | combinational, uW
after global routing | 1830 | 1340 | 1330
final | 1810 | 1260 | 1230
after CTS | 1810 | 1290 | 1240
worst max-delay path, delay by kind of cell (launching register included):
family / cells / cell delay, ns
flip-flops: 1 / 0.66
AND-OR/OR-AND: 3 / 0.85
AND/OR/NAND/NOR: 1 / 0.64
buffers and inverters: 3 / 1.56
cell type report:
| type | count | area [sq um] |
|---|---|---|
| Clock buffer | 72 | 1546 |
| Clock inverter | 31 | 217.7 |
| Fill cell | 3149 | 18480 |
| Inverter | 4 | 15.01 |
| Multi-Input combinational cell | 420 | 4780 |
| Sequential cell | 568 | 16790 |
| Tap cell | 585 | 732.0 |
| Timing Repair Buffer | 66 | 523.0 |
through the flow:
stage | utilization [%] | cell area [sq um]
after floorplan | - | 21880
after global placement | 52.90 | 22790
after detailed placement | 52.90 | 22790
after CTS | 57.11 | 24600
after global routing | 57.11 | 24600
final | 57.11 | 24600
Yosys cell counts, types with 6 or more instances:
cell type / count
clkbuf_1: 19
xor2_1: 15
buf_1: 7
a21oi_1: 10
mux4_2: 120
a22o_1: 8
mux2i_1: 10
nor3_1: 12
a221oi_1: 13
buf_4: 10
edfxtp_1: 512
mux2_2: 16
o21ai_0: 7
nor2b_1: 7
nand3_1: 9
buf_2: 13
xnor2_1: 12
nor2_1: 67
buf_6: 6
dfrtp_1: 55
o22ai_1: 32
nand2_1: 17
repair_timing:
item / 4_1_cts / 5_1_grt
hold buffers: 5 / 0
endpoints found under the hold margin: 5 / 0
endpoints found under the setup margin: 0 / 0
per-layer routing:
| metal | GRT usage, % | wire length, um |
|---|---|---|
| met2 | 36.25 | 22290 |
| met3 | 15.02 | 6467 |
| met5 | 0 | 0 |
| met1 | 37.78 | 17200 |
| met4 | 5.697 | 1354 |
how the worst max path moves through the flow:
stage,startpoint,to,slack [ns],cells after the start
finish,RPTR.rbin[1],rdata[6],8.82,7
global route,RPTR.rbin[0],rdata[4],8.51,7
CTS,RPTR.rbin[0],rdata[4],8.67,7
cell families (layout without fill, tap and decap cells):
kind of cell	Yosys count	count (layout)
buf+inv	60	173
flops	568	568
xor+xnor	34	34
fa+ha+maj	5	5
simple gates	141	141
compound gates	94	94
mux	146	146
sequential cells by signal, indices dropped and copies added (netlist names):
name	flops
MEM.memo	512
R2W.wq2_rptr	7
RPTR.rptr	7
W2R.rq1_wptr	7
WPTR.wptr	7
RPTR.rempty	1
W2R.rq2_wptr	7
R2W.wq1_rptr	7
WPTR.wfull	1
RPTR.rbin	6
WPTR.wbin	6
Power figures rest on the tool's default switching activity, not on a simulated workload.
